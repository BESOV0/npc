**/design/flow/config.mk**
```make
export PLATFORM = sky130hd
export DESIGN_NAME = ysyx_22050598_exu_csr
export DESIGN_NICKNAME = ysyx_22050598_exu_csr
export VERILOG_FILES = /design/flow/design.v
export SDC_FILE = /design/flow/constraint.sdc
export NUM_CORES = 4
export LEC_CHECK = 1
export CORE_UTILIZATION = 40
```
**/design/flow/constraint.sdc**
```tcl
current_design ysyx_22050598_exu_csr

set clk_period 72.1
set clk_io_pct 0.2

create_clock -name clk0 -period $clk_period [get_ports {clk}]

set non_clock_inputs [all_inputs -no_clocks]
set_input_delay [expr $clk_period * $clk_io_pct] -clock clk0 $non_clock_inputs
set_output_delay [expr $clk_period * $clk_io_pct] -clock clk0 [all_outputs]
```
**/design/flow/design.v**
```verilog
module ysyx_22050598_exu_csr (
    input         clk                ,
    input         rst                ,
    input [5:0]   ex_csr_bus_i       ,
    input [63:0]  csr_imm_i          ,
    input [63:0]  csr_reg_i          ,
    input [63:0]  csr_zimm_i         ,
    input [63:0]  csr_ecall_pc       ,
    input         ex_inst_is_mret_i  ,
    input         ex_inst_is_ecall_i ,
    output [63:0] csr_rd_pc_data 
);
    wire [64-1:0] csr_mstatus_data ;
    wire [64-1:0] csr_mtvec_data   ;
    wire [64-1:0] csr_mepc_data    ;
    wire [64-1:0] csr_mcause_data  ;
    wire [64-1:0] csr_mstatus_data_r ;
    wire [64-1:0] csr_mtvec_data_r   ;
    wire [64-1:0] csr_mepc_data_r    ;
    wire [64-1:0] csr_mcause_data_r  ;
    wire mstatus_r_ena ;
    wire mtvec_r_ena   ;
    wire mepc_r_ena    ;
    wire mcause_r_ena  ;
    wire csr_ena = |ex_csr_bus_i; 
    wire [64-1:0] read_csr_data  ;
    wire [64-1:0] write_csr_data ;
    wire csr_imm_is_0x300 = ~(|(csr_imm_i[11:0] ^ 12'h300));
    wire csr_imm_is_0x305 = ~(|(csr_imm_i[11:0] ^ 12'h305));
    wire csr_imm_is_0x341 = ~(|(csr_imm_i[11:0] ^ 12'h341));
    wire csr_imm_is_0x342 = ~(|(csr_imm_i[11:0] ^ 12'h342));
    wire csr_mstatus_ena = (csr_imm_is_0x300 & csr_ena) ;
    wire csr_mtvec_ena   = (csr_imm_is_0x305 & csr_ena) ;
    wire csr_mepc_ena    = (csr_imm_is_0x341 & csr_ena) ;
    wire csr_mcause_ena  = (csr_imm_is_0x342 & csr_ena) ;
    wire write_csr_or = (ex_csr_bus_i[4] | ex_csr_bus_i[1]);
    wire [63:0] write_csr_or_data1 = read_csr_data & {64{write_csr_or}};
    wire [63:0] write_csr_or_data2 = ({64{ex_csr_bus_i[4]}} & csr_reg_i)  | 
                                     ({64{ex_csr_bus_i[1]}} & csr_zimm_i) ; 
    wire [63:0] write_csr_or_data = write_csr_or_data1 | write_csr_or_data2;
    wire write_csr_self = (ex_csr_bus_i[5] | ex_csr_bus_i[2]);
    wire [63:0] write_csr_self_data = ({64{ex_csr_bus_i[5]}} & csr_reg_i)  | 
                                      ({64{ex_csr_bus_i[2]}} & csr_zimm_i) ; 
    wire write_csr_and = (ex_csr_bus_i[3] | ex_csr_bus_i[0]);
    wire [63:0] write_csr_and_data1 = read_csr_data & {64{write_csr_and}};
    wire [63:0] write_csr_and_data2 = ({64{ex_csr_bus_i[3]}} & csr_reg_i)  | 
                                      ({64{ex_csr_bus_i[0]}} & csr_zimm_i) ; 
    wire [63:0] write_csr_and_data = write_csr_and_data1 & (~write_csr_and_data2);
    assign read_csr_data = ({64{csr_mstatus_ena}} & csr_mstatus_data_r) |
                           ({64{csr_mtvec_ena}}   & csr_mtvec_data_r  ) | 
                           ({64{csr_mepc_ena}}    & csr_mepc_data_r   ) |
                           ({64{csr_mcause_ena}}  & csr_mcause_data_r ) ;
    assign write_csr_data = ({64{write_csr_self}} & write_csr_self_data) | 
                            ({64{write_csr_or}}   & write_csr_or_data  ) | 
                            ({64{write_csr_and}}  & write_csr_and_data ) ;
    assign mstatus_r_ena    = csr_mstatus_ena  ; 
    assign mtvec_r_ena      = csr_mtvec_ena    ;
    assign mepc_r_ena       = (csr_mepc_ena    | ex_inst_is_ecall_i);
    assign mcause_r_ena     = (csr_mcause_ena  | ex_inst_is_ecall_i);
    assign csr_mstatus_data = (write_csr_data & {64{csr_mstatus_ena   }}) ; 
    assign csr_mtvec_data   = (write_csr_data & {64{csr_mtvec_ena     }}) ;
    assign csr_mepc_data    = (write_csr_data & {64{csr_mepc_ena      }}) | 
                              (csr_ecall_pc   & {64{ex_inst_is_ecall_i}}) ;
    assign csr_mcause_data  = (write_csr_data & {64{csr_mcause_ena }})    |  
                              (64'h0b         & {64{ex_inst_is_ecall_i }});
    ysyx_22050598_sirv_gnrl_dfflr_with_resetval #(64,64'h0000000a00001800) mstatus_dfflr(mstatus_r_ena, csr_mstatus_data, csr_mstatus_data_r, clk, rst);
    ysyx_22050598_sirv_gnrl_dfflr #(64) mtvec_dfflr  (mtvec_r_ena  , csr_mtvec_data  , csr_mtvec_data_r  , clk, rst);
    ysyx_22050598_sirv_gnrl_dfflr #(64) mepc_dfflr   (mepc_r_ena   , csr_mepc_data   , csr_mepc_data_r   , clk, rst);
    ysyx_22050598_sirv_gnrl_dfflr #(64) mcause_dfflr (mcause_r_ena , csr_mcause_data , csr_mcause_data_r , clk, rst);
    assign csr_rd_pc_data = (read_csr_data    & {64{csr_ena}})            |
                            (csr_mtvec_data_r & {64{ex_inst_is_ecall_i}}) |
                            (csr_mepc_data_r  & {64{ex_inst_is_mret_i}})  ;
endmodule
module ysyx_22050598_sirv_gnrl_dfflr #(
  parameter DW = 32
) (
  input               lden, 
  input      [DW-1:0] dnxt,
  output     [DW-1:0] qout,
  input               clk,
  input               rst_n
);
reg [DW-1:0] qout_r;
always @(posedge clk) begin
  if (rst_n == 1'b0)
    qout_r <= {DW{1'b0}};
  else if (lden == 1'b1)
    qout_r <= dnxt;
end
assign qout = qout_r;
endmodule
module ysyx_22050598_sirv_gnrl_dfflr_with_resetval #(
  parameter DW = 64, 
  parameter RESET_VAL = 0
  ) (
  input               lden, 
  input      [DW-1:0] dnxt,
  output     [DW-1:0] qout,
  input               clk,
  input               rst_n
);
  reg [DW-1:0] qout_r;
  always @(posedge clk) begin:DFFLR_WITH_RESETVAL
    if (rst_n == 1'b0) 
    qout_r <= RESET_VAL;
    else if (lden == 1'b1) 
    qout_r <= dnxt;
  end
  assign qout = qout_r;
endmodule
```
**/design/flow/run.sh**
```bash
#!/bin/bash
# OpenROAD 26Q1-2900-gdf79404cd8, Yosys 0.63+post, stock flow scripts
make -C /OpenROAD-flow-scripts/flow DESIGN_CONFIG=/design/flow/config.mk WORK_HOME=/design/flow/orfs finish
```
==> results.py <==
# Auto-generated metrics
metrics = {
    "outcome": {
        "status": "completed",
    },
    "timing": {
        "setup_tns_ns": 0,
        "timing.final.crit_share": 0.455,
        "hold_ws_ns": 0.469,
        "final_max_slew_viol_count": 0,
        "fin_worst_skew_ns": 0.0209,
        "setup_repair_after_global_routing_missed_its_margin": "no",
        "max_freq_mhz": 30.5,
        "layout_min_cycle_time_ns": 32.79,
        "setup_slack_ns": 39.31,
        "slew_headroom": 0.416,
        "timing.final.hold_violations": 0,
        "report.final.setup_viol": 0,
        "worst_slew_pin_slew_ns": 0.876,
    },
    "floorplanning": {
        "fp.dieArea_sq_um": 34500,
        "fp-utilization": 0.411,
        "core_area_sq_um": 32900,
        "floorplan.io_pins": 330,
        "die_width_um": 186,
        "row_count": 66,
        "height_of_the_chip_um": 186,
    },
    "grt": {
        "grt_overflow": 0,
        "via_count_of_the_first_global_routing_pass": 13800,
        "grt_max_degree": 68,
        "antenna_violations_before_repair": 6,
        "global_route_wire_length_before_repair_mm": 79.8,
        "globalRouteTotalUtil": 0.310,
    },
    "critical_path": {
        "worstPathArrival_ns": 18.37,
        "timing.critical_path.slowest_cell_delay_ns": 0.75,
        "setup.worst_path.end_class": "output port",
        "cp.buffers_inverters": 3,
        "critical_path.cell_chain": "clkdlybuf4s50_1 > nor4bb_1 > and4_1 > and3_1 > or2_2 > buf_4 > a221o_1 > clkdlybuf4s50_1",
        "cpMostUsedCell": "clkdlybuf4s50_1",
        "largest_driver_fanout_on_the_critical_path": 35,
        "cp_data_required_time_ns": 57.68,
        "crit_path_start": "csr_imm_i[9]",
        "crit-reg2reg-launch": "mepc_dfflr.qout_r[14]$_SDFFE_PN0P_",
        "worst_path_max_delay_cell": "nor4bb_1",
        "critical_path.startpoint_type": "primary input",
        "path_class": "primary input to output port",
        "cp_top_family": "simple AND/OR/NAND/NOR gates",
    },
    "routing": {
        "remaining_drc_errors": 0,
        "detailedRoute.firstIterationViolations": 1292,
        "drtPass1Iterations": 6,
        "detailroute.via_count": 14700,
        "totalWireLength_mm": 53.1,
        "detail-route-antenna-nets": 0,
        "wl_per_cell_um": 23.3,
        "routed_via_density": 6.42,
    },
    "power_and_ir_drop": {
        "leakagePower_nw": 5.96,
        "power.density_nw_per_um2": 19.7,
        "peakVddDrop_uv": 18.6,
    },
    "synthesis": {
        "yosys_warnings": 2,
        "summed_standard_cell_area_reported_by_yosys_sq_um": 13500,
        "netlist_instances": 1676,
        "netlist_top_cells_count": "dfxtp_1, a22oi_1, o21ai_0",
        "yosysMostFrequentCell": "dfxtp_1",
        "count_of_flip_flops_with_a_built_in_enable_after_synthesis": 0,
        "cell_type_count": 49,
        "asr_flop_ratio_synth": 0,
        "mappedNetlistArea_sq_um": 13500,
        "synth_seq_share": 0.379,
        "yosys.area.top_type_share": 0.379,
        "synth.yosys.num_cells": 1676,
        "synth.area.top_cells": "dfxtp_1, a22oi_1, a22o_1",
        "primary_ff_master_synth": "dfxtp_1",
        "synth.avg_cell_area_sq_um": 8.07,
        "cell_type_with_the_largest_total_area": "dfxtp_1",
        "synth-seq-cells": 256,
    },
    "clocking": {
        "path_clk_slew_ns": 0.06,
        "tritoncts.num_buffers": 29,
        "tritoncts": "done",
        "cts-resized-gates": 0,
        "cts_htree_levels": 1,
        "clockBufferDepth": 3,
        "cts_root_buffer": "clkbuf_16",
        "clock-sinks": 256,
        "cts_post_setup_buffers_inserted": 0,
        "clk-insertion-delay-late_ns": 0.55,
        "cts.hold.buffers_added": 0,
    },
    "min_path": {
        "min_path_type": "flop to flop",
        "holdCritStartpoint": "mcause_dfflr.qout_r[12]$_SDFFE_PN0P_",
    },
    "flow_run": {
        "maxCapViolCount": 0,
        "tool_warnings": 77,
    },
    "finish": {
        "post_route_cells_drive_above_1_share": 0.0576,
        "area_growth_pct": 27.8,
    },
    "placed_design": {
        "gp_congestion": 0.895,
        "port_buffers": 277,
        "dp_slack_ns": 39.40,
        "dpl.hpwl_mm": 30.8,
    },
}
[state kept, by name, indices dropped and copies added (netlist names)]
signal / cells
mtvec_dfflr.qout_r: 64
mcause_dfflr.qout_r: 64
mepc_dfflr.qout_r: 64
mstatus_dfflr.qout_r: 64
[cell usage in the layout (no fill, tap or decap), drive strengths merged, types with 4 or more instances in the layout]
cell type      Yosys  routed
a21oi            129     129
a221o             53      53
a222oi             4       4
a22o             116     116
a22oi            195     195
a31oi              4       4
and2               8       8
buf               56      34
clkbuf           136      43
clkdlybuf4s50      0     273
dfxtp            256     256
inv                3       4
nand2             97      97
nand3            189     189
nor2              63      63
nor3               4       4
nor4               5       5
o211ai             9       9
o21a               6       6
o21ai            193     193
o22ai             55      55
o31ai             55      55
or2                7       7
[worst min-delay path: cells and delay by family (launching register included)]
family / cells / cell delay, ns
flops: 1 / 0.31
simple gates: 1 / 0.06
compound gates: 1 / 0.05
[path summary, 6_finish.rpt]
| check | end | slack [ns] | cells after the start |
|---|---|---|---|
| max | csr_rd_pc_data[34] | 39.31 | 8 |
| min | mcause_dfflr.qout_r[12]$_SDFFE_PN0P_ | 0.47 | 2 |
| max reg2reg | mtvec_dfflr.qout_r[14]$_SDFFE_PN0N_ | 70.56 | 5 |
| min reg2reg | mcause_dfflr.qout_r[12]$_SDFFE_PN0P_ | 0.47 | 2 |
[layer usage]
metal  part of all wire  vias up  track usage
li1                   -     6836            -
met2               0.46      710        0.490
met1               0.42     7005        0.432
met4              0.026        8       0.0859
met3              0.091      105       0.0714
met5             0.0010        -            0
[cell families after synthesis]
group / Yosys count / synth area share
flops: 256 / 0.379
mux: 1 / 0.000740
simple gates: 388 / 0.137
buf+inv: 195 / 0.0591
compound gates: 836 / 0.424
[power breakdown]
group / internal, mW / switching, mW / leakage [nW]
sequential: 0.144 / 0.00161 / 2.07
clock: 0.0868 / 0.0584 / 0.461
combinational: 0.0232 / 0.0275 / 3.43
[area by class of cell]
cell class	instances	area (sq um)
antenna	3	7.51
clock buffer	43	878
clock inverter	6	63.8
fill	3035	15600
inverter	3	13.8
multi-input combinational	1225	7650
sequential	256	5120
tap	442	553
timing repair buffer	307	2990
[stage by stage]
step | utilization | total power, mW | cells | cell area, sq um
3_3_place_gp | 0.497 | 0.198 | 2233 | 16300
4_1_cts | 0.525 | 0.343 | 2282 | 17300
3_5_place_dp | 0.497 | 0.198 | 2233 | 16300
6_report | 0.526 | 0.341 | 2285 | 17300
5_1_grt | 0.526 | 0.353 | 2284 | 17300
2_1_floorplan | - | 0.173 | 1676 | 13500
No activity file was given, so power comes from the tool's default toggle rates.
